===== flow/run.sh =====
#!/bin/bash
# OpenROAD 26Q1-2900-gdf79404cd8, Yosys 0.63+post, stock flow scripts
make -C /OpenROAD-flow-scripts/flow DESIGN_CONFIG=/design/flow/config.mk WORK_HOME=/design/flow/orfs finish

===== flow/config.mk =====
export PLATFORM = sky130hd
export DESIGN_NAME = part1
export DESIGN_NICKNAME = part1
export VERILOG_FILES = /design/flow/design.v
export SDC_FILE = /design/flow/constraint.sdc
export NUM_CORES = 4
export LEC_CHECK = 1
export CORE_AREA = 10 10 70 70
export DIE_AREA = 0 0 80 80

===== flow/constraint.sdc =====
current_design part1

set clk_period 1.3
set clk_io_pct 0.2

create_clock -name clk0 -period $clk_period

set non_clock_inputs [all_inputs -no_clocks]
set_input_delay [expr $clk_period * $clk_io_pct] -clock clk0 $non_clock_inputs
set_output_delay [expr $clk_period * $clk_io_pct] -clock clk0 [all_outputs]

===== flow/design.v =====
module part1(SW, HEX0, HEX1);
	input [9:0] SW;
	output [0:6] HEX0, HEX1;
	wire A, B, C, D, A1, B1, C1, D1;
	assign A = SW[7];
	assign B = SW[6];
	assign C = SW[5];
	assign D = SW[4];
	assign A1 = SW[3];
	assign B1 = SW[2];
	assign C1 = SW[1];
	assign D1 = SW[0];
	assign HEX0[0] = A | C | (B&D) | (~B&~D);
	assign HEX0[1] = ~B | (~C&~D) | (C&D);
	assign HEX0[2] = B | ~C | D;
	assign HEX0[3] = (~B&~D) | (C&~D) | (B&~C&D) | (~B&C) | A;
	assign HEX0[4] = (~B&~D) | (C&~D);
	assign HEX0[5] = A | (~C&~D) | (B&~C) | (B&~D);
	assign HEX0[6] = A | (B&~C) | (~B&C) | (C&~D);
	assign HEX1[0] = A1 | C1 | (B1&D1) | (~B1&~D1);
	assign HEX1[1] = ~B1 | (~C1&~D1) | (C1&D1);
	assign HEX1[2] = B1 | ~C1 | D1;
	assign HEX1[3] = (~B1&~D1) | (C1&~D1) | (B1&~C1&D1) | (~B1&C1) | A1;
	assign HEX1[4] = (~B1&~D1) | (C1&~D1);
	assign HEX1[5] = A1 | (~C1&~D1) | (B1&~C1) | (B1&~D1);
	assign HEX1[6] = A1 | (B1&~C1) | (~B1&C1) | (C1&~D1);
endmodule

==> flow_summary.toml <==
# generated from flow reports
[critical_path]
max_stage_delay_ns = 0.51
worst_ep_required_time_ns = 1.04
arrival_ns = 1.08
end_kind = "output port"
crit_fanout = 2
critPathKind = "primary input to output port"
worstSetupStartpoint = "SW[3]"
crit_path_top_delay_cell = "or4b_1"
crit_buf_inv = 2
cp-start-kind = "primary input"
cp_top_family = "simple AND/OR/NAND/NOR gates"
cp_cell_sequence = "buf_6, or4b_1, o31a_1, buf_2"
crit_cells = 4
endpoint = "HEX1[3]"

[layout]
drive_above_1_share_pct = 50.0
postLayoutCoreUtil_pct = 17.5
syn_to_final_growth_pct = 147
fillers = 396
nFlopsAndLatches = 0
clkbuf_count = 0
final_cells = 116
post-route-cell-area_sq_um = 599
seqCellArea_sq_um = 0

[power_and_ir_drop]
power_leakage_nw = 0.281
irDropWorstVdd_mv = 0.0433
powerDensity_nw_per_um2 = 272

[final_timing]
timing.final.crit_share_pct = 103
rsz0062_at_grt = "true"
final-setup-viol-count = 2
max_freq_ghz = 0.744
tightestPinTransition_ns = 0.162
fin_crit_ns = 1.34
slew_violations = 0
hold_viol_final = 0
slew_headroom_pct = 89.2
setup_slack_ns = -0.0446

[run_status]
violations = "setup timing"
outcome = "finished, violations left"

[synthesis]
avgSynthCellArea_sq_um = 6.39
yosysMostFrequentCell = "inv_1"
synth.distinct_cells = 15
top_area_share_pct = 14.4
synthMuxAreaShare_pct = 0
yosysWarningCount = 0
synth_cells = 38
xor_area_share_pct = 14.4
ys_seq_share_pct = 0
synthAdderAreaFrac_pct = 0
syn_area_sq_um = 243
compound_area_share_pct = 27.8
synthTopCellsByArea = "xor2_1 14%, buf_6 9.3%, inv_1 9.3%"
ys_top_cells_by_count = "6 x inv_1, 4 x nand2_1, 4 x xor2_1"
yosysCellCount = 38
largest_area_cell = "xor2_1"
logic_family = "simple AND/OR/NAND/NOR gates"
synth_chip_area_sq_um = 243
simple_gate_share_pct = 33.0

[floorplanning]
ios = 24
die_h_um = 80
core-area_sq_um = 3420
die-area_sq_um = 6400
initCoreUtil_pct = 7.11
die_x_um = 80
rows = 21

[placement]
hpwlAfterDp_um = 884
dp.cells = 114
dp_slack_ns = -0.770
numPortBuffers = 22
place_area_sq_um = 573
place.gp.congestion = 0.796

[hold_path]
hold_path_class = "primary input to output port"
min_from = "SW[2]"

[run]
warnings = 36
cap_violations = 0

[route]
ant_nets = 0
route.detailed.drc = 0
wl_per_cell_um = 8.84
drt_iter0_drc = 7
routed_wl_um = 1030
vias = 356
dr.pass1.iters = 3
avgViaCountPerCell = 3.07
n_antenna_cell = 0

[global_routing]
groute.usage.overall_pct = 2.93
grt_overflow = 0
antenna_found_initial = 0
first_global_vias = 324
grt_max_degree = 8
grt_pass1_wl_um = 1630
-- cells by family (layout without fill, tap and decap cells) --
logic type | Yosys count | in the layout
XOR/XNOR | 4 | 4
buffers and inverters | 10 | 42
AND/OR/NAND/NOR | 14 | 14
AND-OR/OR-AND | 10 | 10
-- worst min-delay path by stage --
stage,slack (ns),cells past startpoint,to
6_report,0.82,3,HEX1[2]
4_1_cts,0.89,4,HEX0[2]
5_1_grt,0.85,3,HEX1[2]
-- repair_timing --
action                                  in CTS  in global routing
endpoints found under the setup margin      14                  8
setup buffers                                2                  0
hold buffers                                 0                  0
resized                                     67                 13
pin swaps                                    9                  6
-- cell type report --
class / count / area, sq um / area share, %
inverters: 6 / 22.5 / 3.76
multi-input cells: 28 / 209 / 34.9
well taps: 46 / 57.6 / 9.60
repair buffers: 36 / 310 / 51.8
-- per-stage QoR --
stage / setup TNS (ns) / power, W / hold WS [ns]
final: -0.0877 / 0.000163 / 0.821
after global routing: -0.173 / 0.000179 / 0.848
after CTS: -0.180 / 0.000151 / 0.888
after detailed placement: -8.59 / 0.000163 / 1.55
after global placement: -8.45 / 0.000161 / 1.54
after floorplan: 0 / 0.0000528 / 0.561
-- cell usage in the layout (no fill, tap or decap), drive strengths merged --
cell | Yosys | routed
buf | 4 | 27
dlygate4sd2 | 0 | 6
inv | 6 | 6
nand2 | 4 | 4
xor2 | 4 | 4
nand3 | 2 | 2
or3 | 2 | 2
or4b | 2 | 2
o31a | 2 | 2
a21o | 2 | 2
and3 | 2 | 2
nor2 | 2 | 2
clkdlybuf4s15 | 0 | 2
a21oi | 2 | 2
o21bai | 2 | 2
o21ai | 2 | 2
clkbuf | 0 | 1
-- layer usage --
metal  share of wire, %  vias up  routed length, um  GRT usage, %
li1                   -      194                  -             -
met1                 45      162                459          4.02
met2                 55        0                567          5.30
met3                  0        0                  0             0
met4                  0        0                  0             0
met5                  0        -                  0             0
-- report_power, final --
group | total (W) | internal (W) | switching [W]
combinational | 0.000163 | 0.000103 | 0.0000600
sequential | 0 | 0 | 0
clock | 0 | 0 | 0
total | 0.000163 | 0.000103 | 0.0000600
-- tightest hold or removal path, stage by stage --
cell   delay, ns
buf_6       0.10
or3_1       0.11
buf_2       0.09
Power and IR drop assume default switching activity.
