==> flow/design.v <==
module part5 (CLOCK_50, HEX0);
	input CLOCK_50;
	output[0:6] HEX0;
	wire [25:0]count;
	reg D,resetn,counter_reset;
	wire [3:0]A;
	nbit_counter U1(count, CLOCK_50, resetn);
	always @ (posedge CLOCK_50)
	begin
			if (count == 26'd50000000)
			begin
				resetn <= 0;
				D <= 1;
			end
			else
			begin
				resetn <= 1;
				D <= 0;
			end
			if (A[3] & ~A[2] & A[1] & ~A[0])  
				counter_reset = 0;
			else
				counter_reset = 1;
	end
	T_FF T1 (D, CLOCK_50, counter_reset, A[0]);
	T_FF T2 (D & A[0], CLOCK_50, counter_reset, A[1]);
	T_FF T3 (D & A[0] & A[1], CLOCK_50, counter_reset, A[2]);
	T_FF T4 (D & A[0] & A[1] & A[2], CLOCK_50, counter_reset, A[3]);
	hdisp H1 (A,HEX0);
endmodule
module nbit_counter (count, clock, Resetn);  
	input clock, Resetn;
	parameter n = 26;
	output reg [n-1:0] count;
	initial
		count = 0;
	always @ (posedge clock)
			if (Resetn == 0)
				count <= 0;
			else
				count <= count + 1'b1;
endmodule
module T_FF (T, clock, Resetn, q);
	input clock, T, Resetn;
	output reg q;
	always @ (posedge clock)
		if (Resetn == 0)
			q = 1'b0;
		else if (T==1)
			q <= ~q;
endmodule
module hdisp(s,hex);
	input[0:3]s;
	output [0:6]hex;
	assign hex[0]=(~s[3]&~s[2]&~s[1]& s[0]) | (~s[3]& s[2]&~s[1]&~s[0]) | ( s[3]&~s[2]& s[1]& s[0]) | ( s[3]& s[2]&~s[1]& s[0]);
	assign hex[1]=(~s[3]& s[2]&~s[1]& s[0]) | (~s[3]& s[2]& s[1]&~s[0]) | ( s[3]&~s[2]& s[1]& s[0]) | ( s[3]& s[2]&~s[1]&~s[0]) | ( s[3]& s[2]& s[1]);
	assign hex[2]=(~s[3]&~s[2]& s[1]&~s[0]) | ( s[3]& s[2]&~s[1]&~s[0]) | ( s[3]& s[2]& s[1]);
	assign hex[3]=(~s[3]&~s[2]&~s[1]& s[0]) | (~s[3]& s[2]&~s[1]&~s[0]) | (~s[3]& s[2]& s[1]& s[0]) | ( s[3]&~s[2]& s[1]&~s[0]) | ( s[3]& s[2]& s[1]& s[0]);
	assign hex[4]=(~s[3]&~s[2]&~s[1]& s[0]) | (~s[3]&~s[2]& s[1]& s[0]) | (~s[3]& s[2]&~s[1]&~s[0]) | ( s[3]&~s[2]&~s[1]& s[0]) | (~s[3]& s[2]& s[0]);
	assign hex[5]=(~s[3]&~s[2]&~s[1]& s[0]) | (~s[3]& s[2]& s[1]& s[0]) | ( s[3]& s[2]&~s[1]& s[0]) | (~s[3]&~s[2]& s[1]);
	assign hex[6]=(~s[3]& s[2]& s[1]& s[0]) | ( s[3]& s[2]&~s[1]&~s[0]) | (~s[3]&~s[2]&~s[1]);
endmodule 
==> flow/run.sh <==
#!/bin/bash
# OpenROAD 26Q1-2900-gdf79404cd8, Yosys 0.63+post, stock flow scripts
make -C /OpenROAD-flow-scripts/flow DESIGN_CONFIG=/design/flow/config.mk WORK_HOME=/design/flow/orfs finish
==> flow/config.mk <==
export PLATFORM = sky130hd
export DESIGN_NAME = part5
export DESIGN_NICKNAME = part5
export VERILOG_FILES = /design/flow/design.v
export SDC_FILE = /design/flow/constraint.sdc
export NUM_CORES = 4
export LEC_CHECK = 1
export CORE_AREA = 10 10 100 100
export DIE_AREA = 0 0 110 110
==> flow/constraint.sdc <==
current_design part5

set clk_period 3.0
set clk_io_pct 0.2

create_clock -name clk0 -period $clk_period [get_ports {CLOCK_50}]

set non_clock_inputs [all_inputs -no_clocks]
set_input_delay [expr $clk_period * $clk_io_pct] -clock clk0 $non_clock_inputs
set_output_delay [expr $clk_period * $clk_io_pct] -clock clk0 [all_outputs]
==> flow_summary_export.csv <==
group,metric,value,unit
run_status,outcome,"complete, no violations",
yosys,synthFlopType,"dfxtp_1",
critical_path,crit_type,"reg2out",
yosys,syn_area_per_cell,8.44,um^2
yosys,post_synth_main_area_contributors,"dfxtp_1, xor2_1, a21oi_1",
cells_and_area,fin_cells,303,
routing,vias_per_cell,4.36,
yosys,synthArstFlopShare,0,%
placed_design,dp_cells,295,
yosys,synth_area,0.00165,mm^2
routing,first_pass_iters,4,
min_path,min_from,"U1.count[22]",
critical_path,setup.worst_path.start_class,"flop",
die,coreArea,0.00781,mm^2
sta,rsz0062_at_grt,"no",
cells_and_area,flop_area,661,um^2
critical_path,crit_required,2.40,ns
clock_tree,holdBufCountCts,0,
yosys,synth_top_cell_by_area,"dfxtp_1",
yosys,ys_seq_share,40.2,%
min_path,hold_depth,2,
sta,finalSetupViolCount,0,
grt,grt_pass1_vias,1243,
min_path,hold_path_class,"reg2reg",
grt,grt_max_degree,25,
die,ioPinCount,8,
routing,wl_per_cell,10.0,um
routing,drt-total-wl,3030,um
clock_tree,cts.clk_slew.worst_paths,0.07,ns
routing,dr.first_iter.drc_count,63,
sta,clock.fmax,0.401,GHz
clock_tree,clockBufferDepth,2,
yosys,yosysWarnings,3,
power,cellLeakagePower,0.733,nW
yosys,ys.flops,33,
clock_tree,post_cts_buffers,0,
placed_design,gp_congestion,0.768,
grt,grt_use_total,5.34,%
placed_design,numPortBuffers,7,
routing,diodes,0,
placed_design,hpwlAfterDp,2080,um
run,drv_cap,0,
die,die_h,110,um
sta,fin_crit_sh,83.1,%
yosys,synth_cell_types,33,
critical_path,reg2reg_depth,5,
clock_tree,clk_latency,0.28,ns
clock_tree,root_buffer,"clkbuf_8",
yosys,edf_count,0,
sta,fin_crit,2.49,ns
routing,vias,1321,
die,die_w,110,um
critical_path,worstSetupEndpointType,"output pin",
routing,drc,0,
power,ir_worst_vdd,298,uV
run,log.warning_count,26,
grt,antenna_found_initial,0,
die,rows,32,
die,fp_util,21.1,%
yosys,netlist_instances,195,
yosys,yosys_area,0.00165,mm^2
clock_tree,cts_sinks,33,
grt,grt_pass1_wl,5520,um
sta,final_max_slew_viol_count,0,
min_path,min_to,"U1.count[22]",
clock_tree,cts_tree,"yes",
routing,ant_nets,0,
critical_path,timing.rr.end,"U1.count[22]",
sta,finClkSkew,0.00237,ns
sta,finalHoldViolations,0,
clock_tree,ctsResizeCount,0,
sta,slew_headroom,48.5,%
sta,tns,0,ns
sta,tightest_slew,0.771,ns
power,power_density,454,mW/mm^2
sta,holdWs,0.487,ns
yosys,ys_cells,195,
critical_path,r2r_setup_slack,1.18,ns
clock_tree,htreeDepth,2,
cells_and_area,area_delta_synth_final,16.6,%
cells_and_area,drive_gt1_share,6.47,%
cells_and_area,mi_logic_area,917,um^2
yosys,yosysTopAreaCellShare,40.2,%
cells_and_area,fillers,846,
critical_path,reg2reg_from,"U1.count[0]",
die,design.die.area,0.0121,mm^2
grt,grt_overflow,0,
clock_tree,cts_buffers,5,
critical_path,cp.arrival,1.89,ns
critical_path,path_max_fanout,13,
[power by group]
group	internal (mW)	leakage, nW	switching (mW)
Combinational	0	0.410	0
Clock	0.270	0.0574	0.163
Sequential	0.438	0.266	0
Total	0.708	0.733	0.163
[cells in the mapped netlist, types with 2 or more instances]
| master | number |
|---|---|
| o31ai_1 | 5 |
| and3_1 | 3 |
| and4_1 | 5 |
| buf_1 | 3 |
| xor2_1 | 10 |
| dfxtp_1 | 33 |
| nand3_1 | 9 |
| and2_1 | 7 |
| nand2b_1 | 2 |
| o22ai_1 | 2 |
| clkbuf_1 | 4 |
| nor4b_1 | 2 |
| ha_1 | 2 |
| nand4_1 | 7 |
| nand4_4 | 2 |
| or3_1 | 8 |
| nand2_1 | 14 |
| a21oi_1 | 16 |
| inv_1 | 6 |
| xnor2_1 | 7 |
| a21boi_0 | 2 |
| o21ai_0 | 12 |
| or4_1 | 5 |
| nor3_1 | 4 |
| nor2_1 | 17 |
[kinds of logic (layout without fill, tap and decap cells)]
logic type,after synthesis,count (layout),share of synthesized area (%)
XOR/XNOR,17,17,9.05
AND/OR/NAND/NOR,89,89,31.6
adder cells (fa/ha/maj),2,2,1.52
buffers and inverters,15,21,4.11
flip-flops,33,33,40.2
AND-OR/OR-AND,38,38,12.9
multiplexers,1,1,0.608
[metrics by stage]
| step | area [um^2] | worst slack, ns | util, % | total power [mW] |
|---|---|---|---|---|
| 2_1_floorplan | 1650 | 1.35 | - | 0.448 |
| 3_3_place_gp | 1800 | 0.838 | 23.0 | 0.448 |
| 3_5_place_dp | 1800 | 0.820 | 23.0 | 0.448 |
| 4_1_cts | 1920 | 0.501 | 24.6 | 0.879 |
| 5_1_grt | 1920 | 0.278 | 24.6 | 0.900 |
| 6_report | 1920 | 0.507 | 24.6 | 0.871 |
[cell type report]
class | count | area share (%)
multi-input cells | 147 | 47.8
clock inverters | 2 | 1.96
inverters | 6 | 1.17
clock buffers | 6 | 4.31
repair buffers | 7 | 3.65
well taps | 102 | 6.65
flip-flops and latches | 33 | 34.4
[per-layer routing]
metal  share of wire [%]  GRT usage [%]  vias to the layer above
met5                   0              0                        -
met4                 1.3          0.836                        0
met3                 4.8           1.35                        5
met2                  39           7.71                       12
met1                  55           8.00                      597
li1                    -              -                      707
[worst max-delay path, cell delays in order, from the launching register on]
cell	delay, ns
dfxtp_1	0.56
nand2b_1	0.17
nor2_1	0.19
a21oi_1	0.06
mux2i_1	0.15
clkdlybuf4s50_1	0.48
[cell usage in the layout, fill, tap and decap left out, types with 6 or more instances in the layout]
| cell type | n |
|---|---|
| a21oi_1 | 16 |
| and2_1 | 7 |
| clkbuf_8 | 6 |
| clkdlybuf4s50_1 | 7 |
| dfxtp_1 | 33 |
| inv_1 | 6 |
| nand2_1 | 14 |
| nand3_1 | 9 |
| nand4_1 | 7 |
| nor2_1 | 17 |
| o21ai_0 | 12 |
| or3_1 | 8 |
| xnor2_1 | 7 |
| xor2_1 | 10 |
[flip-flops by register name (all words and copies together), names as in the netlist]
register / flops
T2.q: 1
D: 1
T4.q: 1
U1.count: 26
T1.q: 1
resetn: 1
T3.q: 1
counter_reset: 1
[how the worst max path moves through the flow]
stage                 startpoint       to  slack (ns)  cells after the start
after global routing        T2.q  HEX0[3]        0.28                      5
final                       T2.q  HEX0[1]        0.51                      5
after CTS                   T2.q  HEX0[1]        0.50                      5
Power and IR drop assume default switching activity.
