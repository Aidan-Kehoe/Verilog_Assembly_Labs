`/design/flow/run.sh`:
```
#!/bin/bash
# OpenROAD 26Q1-2900-gdf79404cd8, Yosys 0.63+post, stock flow scripts
make -C /OpenROAD-flow-scripts/flow DESIGN_CONFIG=/design/flow/config.mk WORK_HOME=/design/flow/orfs finish
```
`/design/flow/config.mk`:
```
export PLATFORM = sky130hd
export DESIGN_NAME = part3_1
export DESIGN_NICKNAME = part3_1
export VERILOG_FILES = /design/flow/design.v
export SDC_FILE = /design/flow/constraint.sdc
export NUM_CORES = 4
export LEC_CHECK = 1
export CORE_UTILIZATION = 30
```
`/design/flow/constraint.sdc`:
```
current_design part3_1

set clk_period 3.7
set clk_io_pct 0.2

create_clock -name clk0 -period $clk_period [get_ports {CLOCK_50}]

set non_clock_inputs [all_inputs -no_clocks]
set_input_delay [expr $clk_period * $clk_io_pct] -clock clk0 $non_clock_inputs
set_output_delay [expr $clk_period * $clk_io_pct] -clock clk0 [all_outputs]
```
`/design/flow/design.v`:
```
module part3_1(SW,KEY,CLOCK_50,LEDR,LEDG);
	input [2:0] SW;  
	input [1:0] KEY;  
	input CLOCK_50;  
	output [0:0] LEDR;  
	output [2:0] LEDG;	 
	reg [25:0] count;	 
	reg [2:0] length;	 
	reg [2:0] counter;	 
	reg [3:0] M;	 
	reg [3:0] Q;	 
	reg z;			 
	reg[2:0] y_Q, Y_D;	 
	parameter WA = 3'b000, WB = 3'b001, WC = 3'b010, WD = 3'b011, WE = 3'b100, WF = 3'b101, WG = 3'b110, WH = 3'b111;
	parameter A = 3'b000, B = 3'b001, C = 3'b010, D = 3'b011, E = 3'b100; 
	assign LEDR[0] = z;
	always @(SW[2:0])  
	begin: letter_selection
		case(SW[2:0])
			WA: begin
					length = 3'b010;
					M = 4'b0100;
				end
			WB: begin
					length = 3'b100;
					M = 4'b1000;
				end
			WC: begin
					length = 3'b100;
					M = 4'b1010;
				end
			WD: begin
					length = 3'b011;
					M = 4'b1000;
				end
			WE: begin
					length = 3'b001;
					M = 4'b0000;
				end
			WF: begin
					length = 3'b100;
					M = 4'b0010;
				end
			WG: begin
					length = 3'b011;
					M = 4'b1100;
				end
			WH: begin
					length = 3'b100;
					M = 4'b0000;
				end
		endcase
	end	 
	always @(Q[3], KEY[1:0], counter, y_Q) 
	begin: state_table
		case (y_Q)
			A: if (KEY[1]) Y_D = B;  
				else Y_D = A;  
			B: if (!Q[3]) Y_D = E;  
				else Y_D = C;  
			C: if (KEY[0]) Y_D = A;  
				else Y_D = D;			 
			D: if (KEY[0]) Y_D = A;  
				else Y_D = E;			 
			E: if (counter == 0) Y_D = A;  
				else Y_D = B;					 
		default: Y_D = 3'bxxx;  
		endcase
	end	 
	always @(posedge CLOCK_50)
	begin
		if (count < 50000000/2)  
			count <= count + 1;
		else
		begin
			count <= 0;
			y_Q <= Y_D;  
			if (Y_D == A) begin  
				counter <= length;
				Q <= M;
			end
			if (Y_D == E) begin     
				counter <= counter - 1;  
				Q[3] <= Q[2];
				Q[2] <= Q[1]; 
				Q[1] <= Q[0];
				Q[0] <= 1'b0;
			end
		end
	end
	always @(y_Q)
	begin: zassign
		case (y_Q)
			B: z = 1;  
			C: z = 1;  
			D: z = 1;  
			default: z = 0;  
		endcase
	end
endmodule 
```
==> flow_summary.toml <==
# flow metrics
[run_status]
status = "completed"

[critical_path]
worstPathMaxFanout = 4
required_ps = 3740
crit_cells = 6
slowest_stage = "clkdlybuf4s50_1"
slowest_delay_ps = 530
arrival_ps = 2110
critPathBufInv = 2
r2r_start = "count[6]"
cp-end-kind = "register"
cp_cell_sequence = "clkdlybuf4s50_1 -> inv_1 -> ha_1 -> mux2_2 -> nand2_1 -> o21ai_0"
critPathLaunchType = "primary input"
cp-startpoint = "SW[0]"
r2r_slack_ps = 1730
reg2reg_depth = 5
r2r_end = "counter[0]"
crit_type = "primary input to register"
cp-endpoint = "counter[2]"
crit_family = "buffers and inverters"

[final_timing]
hold_ws_ps = 483
setup_viol = 0
worst_pin_slew_ps = 554
finalHoldViolCount = 0
finalCriticalPeriod_ps = 2070
clock_skew_ps = 8.70
maxSlewViolCount = 0
min_period_over_period_pct = 55.9
fmax_mhz = 483
rsz0062_at_grt = "false"
worst_slack_ps = 1630
relSlewSlack_pct = 62.9
finalSetupTns_ps = 0

[floorplan]
die_h_um = 79.4
die_area_sq_um = 6310
rows = 27
core_sq_um = 5640
die_w_um = 79.4
initCoreUtil_pct = 31.9
io_pins = 10

[synth]
ys_cells = 200
synth_area_sq_um = 1800
ys_ff = 37
syn_area_per_cell_sq_um = 8.99
syn_inst = 200
yosysWarnings = 4
ys_types = 37
yosys_area_sq_um = 1800
ys_seq_share_pct = 44.5

[global_route]
antenna_found_initial = 0
grt_max_degree = 30
grt-ovfl-total = 0
grt_pass1_vias = 1215
grt_pass1_wl_um = 5320
grt.total_usage_pct = 10.6

[place]
dp_slack_ps = 1330
dpl.hpwl_um = 1980
place.gp.congestion = 0.799
dp_cells = 272
io_buffers = 6

[clocking]
clock_sinks = 37
path_clk_slew_ps = 70
cts_buffers = 5
cts.root.buffer_cell = "clkbuf_8"
tritoncts = "yes"
ctsHoldBuffers = 0
cts_resized = 0
htreeDepth = 2
postCtsSetupBuffers = 0
worstSkewPairLatency_ps = 290
cts_buffer_depth = 2

[route]
wl_um = 2900
diodes = 0
postRouteAntennaNets = 0
drc_errors = 0
drtPass1Iterations = 4
vias = 1273
wl_per_cell_um = 10.3
drtIter0Drc = 46
via_per_inst = 4.55

[job]
maxCapViolations = 0
warnings = 28

[hold_path]
hold_path_depth = 1
hold_class = "register to register"

[power]
p_leak_nw = 0.769
power_density_nw_per_um2 = 488
ir_worst_vdd_mv = 0.224

[cells_and_area]
layout.cells.non_filler = 280
area_delta_synth_final_pct = 12.5
final_common_cell = "nor2_1"
fillerInstances = 556
layout_top_cells = "nor2_1 (32), dfxtp_1 (31), nand3_1 (17)"
drive_gt1_share_pct = 6.25
## logic make-up (layout without fill, tap and decap cells)
family	after synthesis	after routing	share of synthesized area, %
buffers and inverters	21	26	5.64
xor gates and xnor gates	22	22	10.7
muxes	9	9	5.22
and+or+nand+nor	83	83	21.5
DFF	37	37	44.5
AOI/OAI and AO/OA	20	20	7.31
other	1	4	0.209
adders and majority gates	7	7	4.87
## cells in the mapped netlist
library cell / n / area (sq um)
a41oi_1: 1 / 8.76
a21oi_1: 5 / 25.0
o31ai_1: 1 / 7.51
a31oi_1: 1 / 6.26
o21ai_0: 6 / 30.0
or3_1: 1 / 6.26
xnor2_1: 7 / 61.3
mux2i_1: 6 / 60.1
a211oi_2: 1 / 12.5
nor2_1: 32 / 120
ha_1: 7 / 87.6
nand2_1: 14 / 52.6
nand2b_1: 1 / 6.26
clkbuf_1: 3 / 11.3
or2_1: 1 / 6.26
buf_2: 3 / 15.0
and3_1: 3 / 18.8
nor3_2: 1 / 10.0
nor3_1: 4 / 20.0
o22ai_1: 1 / 6.26
and4_1: 2 / 17.5
nand3_1: 17 / 85.1
nor4_1: 3 / 18.8
inv_1: 11 / 41.3
o211a_1: 1 / 10.0
a22o_1: 1 / 8.76
nand4_1: 3 / 18.8
buf_6: 1 / 11.3
edfxtp_1: 6 / 180
dfxtp_1: 31 / 621
a21o_1: 1 / 7.51
buf_4: 3 / 22.5
conb_1: 1 / 3.75
mux2_2: 3 / 33.8
xor2_1: 15 / 131
a211o_1: 1 / 8.76
and2_1: 1 / 6.26
## registers in the layout, summed over array words and instances (netlist names)
register / count
Q: 3
count: 26
counter: 3
y_Q: 5
## layout make-up
class	count	area, sq um	area share (%)
multi-input combinational	145	907	44.8
inverter	11	41.3	2.04
tap	72	90.1	4.45
clock buffer	7	86.3	4.27
sequential	37	801	39.6
timing repair buffer	7	67.6	3.34
clock inverter	1	30.0	1.48
## how the worst min path moves through the flow
stage	to	startpoint
4_1_cts	y_Q[0]	y_Q[0]
6_report	y_Q[0]	y_Q[0]
5_1_grt	y_Q[0]	y_Q[0]
## power by group
part           switching [mW]  leakage, nW  internal [mW]
clock network           0.138       0.0585          0.220
logic                  0.0792        0.402         0.0684
registers              0.0219        0.309          0.460
## per-layer routing
metal | track usage, % | vias up | part of all wire (%)
li1 | - | 679 | -
met3 | 2.44 | 8 | 4.0
met1 | 16.5 | 568 | 52
met4 | 1.45 | 0 | 1.9
met5 | 0 | - | 0
met2 | 15.4 | 18 | 42
## metrics by stage
| step | util, % | area, sq um | total power [mW] |
|---|---|---|---|
| 2_1_floorplan | - | 1810 | 0.600 |
| 3_3_place_gp | 33.8 | 1910 | 0.639 |
| 3_5_place_dp | 33.8 | 1910 | 0.641 |
| 4_1_cts | 35.9 | 2020 | 1.00 |
| 5_1_grt | 35.9 | 2020 | 1.05 |
| 6_report | 35.9 | 2020 | 0.987 |
Power figures rest on the tool's default switching activity, not on a simulated workload.
